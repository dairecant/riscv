<file path="/design/flow/config.mk">
export PLATFORM = sky130hd
export DESIGN_NAME = PCCU
export DESIGN_NICKNAME = PCCU
export VERILOG_FILES = /design/flow/design.v
export SDC_FILE = /design/flow/constraint.sdc
export NUM_CORES = 4
export LEC_CHECK = 1
export CORE_AREA = 10 10 111 111
export DIE_AREA = 0 0 121 121
</file>
<file path="/design/flow/constraint.sdc">
current_design PCCU

set clk_period 5.1
set clk_io_pct 0.2

create_clock -name clk0 -period $clk_period [get_ports {clk}]

set non_clock_inputs [all_inputs -no_clocks]
set_input_delay [expr $clk_period * $clk_io_pct] -clock clk0 $non_clock_inputs
set_output_delay [expr $clk_period * $clk_io_pct] -clock clk0 [all_outputs]
</file>
<file path="/design/flow/design.v">
module PCCU #(
	parameter PC_WIDTH=32
)
(
	input  logic 					 clk,
	input  logic 					 rst_n,
	input  logic                go,
	input  logic 					 selPCsrc,
	input  logic [PC_WIDTH-1:0] branchIn,
	output logic [PC_WIDTH-1:0] PC,
	output logic                valid 
);
   logic  [PC_WIDTH-1:0] nextPC;
	logic  [PC_WIDTH-1:0] PCAdd4;  
	always_comb
	begin
		nextPC = 'd0;
		if(selPCsrc)
			begin
				nextPC = branchIn;
			end 
		else
			begin
				nextPC = PCAdd4;
			end
	end
	assign PCAdd4 = PC + 'd4;
	always_ff @(posedge clk or negedge rst_n)
	begin
		if(~rst_n)
			begin
				PC    <= 'd0;	
				valid <= 'd0;
			end 
		else 
			begin
				if(go) begin
					PC    <= nextPC;
					valid <= 'd1;
				end 
				else begin
					PC    <= PC;
					valid <= 'dx;
				end 
			end	
	end
endmodule
</file>
<file path="/design/flow/run.sh">
#!/bin/bash
# OpenROAD 26Q1-2900-gdf79404cd8, Yosys 0.63+post, stock flow scripts
make -C /OpenROAD-flow-scripts/flow DESIGN_CONFIG=/design/flow/config.mk WORK_HOME=/design/flow/orfs finish
</file>
==> results_dict.tcl <==
# yosys + openroad results
set metrics [dict create \
    crit_chain "clkdlybuf4s50_1, buf_4, inv_2, o2111a_1, a32o_1, a31o_1" \
    layout_min_cycle_time_ps 2720 \
    place.detailed.instances 440 \
    grt.total_usage_pct 9.84 \
    post-cts-setup-buffer-count 0 \
    netlist.top_cell.by_area "dfrtp_1" \
    antenna_found_initial 0 \
    finish.cell_count_without_fillers 448 \
    synth_cell_types 54 \
    worst_skew_pair.late_latency_ps 290 \
    cts_buf_count 5 \
    report.final.setup_viol 0 \
    clock_sinks 33 \
    cts_htree_levels 2 \
    gp_congestion 0.885 \
    synth_flops 33 \
    status "finished clean" \
    path_clk_slew_ps 70 \
    min_delay_path_depth 2 \
    enable_flop_cells 0 \
    route.vias.total 2241 \
    die_height_um 121 \
    vias_in_the_first_global_route 2111 \
    coreArea_um2 9860 \
    slowest_delay_ps 460 \
    tritoncts "yes" \
    synth-cells-yosys 251 \
    timing.hold.worst.class "flop to flop" \
    ys.flop_type "dfrtp_1" \
    ctsHoldBuffers 0 \
    worst_setup_path_start_kind "primary input" \
    min_period_over_period_pct 53.3 \
    maxCapViolations 0 \
    final.setup_skew_ps 5.21 \
    critical-path-slowest-cell "clkdlybuf4s50_1" \
    reg2reg_depth 5 \
    drtAntennaViolNets 0 \
    min_to "PC[1]" \
    count_of_input_and_output_buffers 68 \
    grt.overflow.total 0 \
    routed_wl_um 7290 \
    ys_sh_xor_pct 0 \
    cell_count_after_synthesis 251 \
    top_logic_kind "simple AND/OR/NAND/NOR gates" \
    syn_avg_cell_area_um2 8.57 \
    die_width_um 121 \
    compound_area_share_pct 26.6 \
    grt_setup_unrepaired "no" \
    route.detailed.wl_per_inst_um 16.3 \
    die_footprint_um2 14600 \
    setup_tns_ps 0 \
    worstPathRequired_ps 5280 \
    i_o_pins 69 \
    synth-warning-count 1 \
    synth.cellmix.simpleShare_pct 28.2 \
    area_leaders "dfrtp_1 (38%), a21oi_1 (4.4%), nand2_1 (3.8%)" \
    yosysChipArea_um2 2150 \
    powerDensity_nw_per_um2 260 \
    worstReg2RegEnd "PC[18]" \
    syn2layout_area_growth_pct 41.4 \
    slew_headroom_pct 53.2 \
    hold_start "PC[1]" \
    cts-root-buf "clkbuf_8" \
    cts_buffer_depth 2 \
    detail_route.iter0.violations 179 \
    vias_per_cell 5.00 \
    synth_adder_area_share_pct 0.582 \
    maximum_fanout_encountered_on_the_critical_timing_path 46 \
    fillerInstances 1010 \
    fp_util_pct 21.8 \
    drive_gt1_share_pct 6.98 \
    slew_viol_final 0 \
    r2r_slack_ps 3110 \
    post_synth_most_frequent_cells "dfrtp_1 (33), nand2_1 (22), a21oi_1 (19)" \
    post-dp-hpwl_um 5340 \
    vdd_drop_max_v 0.0000964 \
    reg2reg_from "PC[2]" \
    synth_async_sr_flop_share_pct 100 \
    synthesized_cell_area_um2 2150 \
    maxClockFrequency_mhz 368 \
    transition_at_the_pin_with_the_smallest_max_transition_slack_ps 700 \
    tally_of_openroad_warnings 25 \
    synthDominantCellAreaShare_pct 38.4 \
    critical_path.endpoint_type "flop" \
    floorplan.rows 36 \
    yosys-mux-area-fraction_pct 1.45 \
    route.detailed.drc 0 \
    grt_pass1_wl_um 11700 \
    grt_start_max_net_pins 47 \
    power.leakage_nw 1.15 \
    post-synth-top-count-cell "dfrtp_1" \
    drt_pass1_iterations 4 \
    critical_path_class "primary input to flop" \
    final_hold_viol_count 0 \
    antenna-diode-count 0 \
    ys_seq_share_pct 38.4 \
    cp.arrival_ps 2900 \
    gates_resized_cts_repair 0 \
]
per-stage QoR:
stage / hold slack (ps) / total power [mW] / setup slack [ps] / util, % / cell area [um2]
after CTS: 497 / 0.804 / 2400 / 30.8 / 3040
after floorplan: 421 / 0.453 / 2920 / - / 2150
after global placement: 478 / 0.600 / 2130 / 30.0 / 2960
after global routing: 522 / 0.850 / 2280 / 30.8 / 3040
after detailed placement: 474 / 0.602 / 2090 / 30.0 / 2960
final: 491 / 0.792 / 2380 / 30.8 / 3040
per-layer routing:
layer | GRT usage (%) | share of wire (%) | up-vias
met5 | 0 | 0 | -
met4 | 0.980 | 1.2 | 0
met3 | 2.93 | 8.7 | 5
met2 | 14.9 | 45 | 82
met1 | 14.1 | 45 | 1052
li1 | - | - | 1102
report_power, final:
group	total (mW)	leakage [nW]	switching, mW	internal [mW]
combinational	0.236	0.727	0.0971	0.139
clock	0.198	0.0450	0.103	0.0947
sequential	0.358	0.380	0.0586	0.299
total	0.792	1.15	0.259	0.533
placed cells by master (no fill, tap or decap), types with 6 or more instances in the layout:
cell type / count
a21oi_1: 19
a22o_1: 7
a311oi_1: 6
clkdlybuf4s50_1: 67
dfrtp_1: 33
inv_1: 6
nand2_1: 22
nand3_1: 12
nand4_1: 12
nor2_1: 18
nor3_1: 10
o21ai_0: 15
cells by family after synthesis:
family / after synthesis
compound gates: 81
buf+inv: 24
fa+ha+maj: 1
simple gates: 108
other cells: 1
mux: 3
flops: 33
worst max path at each step:
stage                 startpoint      to  depth (start not counted)
after CTS               selPCsrc  PC[27]                          6
after global routing    selPCsrc  PC[28]                          6
final                   selPCsrc  PC[27]                          6
state kept, by name (all words and copies together), names as in the netlist:
register,cells
PC,32
valid,1
area by class of cell:
class,count,area [um2],area share [%]
Inverter,7,26.3,0.864
Tap cell,133,166,5.47
Timing Repair Buffer,73,713,23.4
Clock buffer,6,72.6,2.39
Clock inverter,2,10.0,0.329
Sequential cell,33,826,27.1
Multi-Input combinational cell,194,1230,40.4
worst max-delay path, delay by kind of cell:
family | cells | cell delay [ps]
buffers and inverters | 3 | 1110
AOI/OAI and AO/OA | 3 | 730
Power is estimated from default activity; no workload was simulated.
