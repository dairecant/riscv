==> flow/design.v <==
module reg32Blk
	#(
		D_WIDTH=32
	 )
	 (
		input                       clk,
		input                       rst_n,
		input  [4:0]                rs1,
		input  [4:0]                rs2,
		input  [4:0]                rd,
		input                       regLd,
		input                       regStr,
		input  logic [D_WIDTH-1:0]  WBDat,
		output logic [D_WIDTH-1:0]  rs1Out, 
		output logic [D_WIDTH-1:0]  rs2Out,
		output logic                outputValid
	);
	logic [32-1:0] regBlk [D_WIDTH-1:0];
	always @(posedge clk or negedge rst_n)
	begin: regStore
		if(~rst_n)
		begin
			for(integer i=0; i < 32; i= i+1)
			begin
				regBlk[i] <= 'd0;
			end
		end
		else 
		begin
			if(regStr & rd!='d0)  
			begin
				regBlk[rd] <= WBDat;
			end
		end
	end
   always @(posedge clk or negedge rst_n)
	begin: regOUT1
		if(~rst_n)
		begin
			rs1Out <= 'd0;
		end
		else 
		begin
		   if(regLd)
			begin
				rs1Out <= regBlk[rs1];
			end
			else
			begin
				rs1Out <= rs1Out;
			end
		end
	end
   always @(posedge clk or negedge rst_n)
	begin: regOUT2
		if(~rst_n)
		begin
			rs2Out <= 'd0;
		end
		else 
		begin
		   if(regLd)
			begin
				rs2Out <= regBlk[rs2];
			end
			else
			begin
				rs2Out <= rs2Out;
			end
		end
	end	
endmodule
==> flow/run.sh <==
#!/bin/bash
# OpenROAD 26Q1-2900-gdf79404cd8, Yosys 0.63+post, stock flow scripts
make -C /OpenROAD-flow-scripts/flow DESIGN_CONFIG=/design/flow/config.mk WORK_HOME=/design/flow/orfs finish
==> flow/config.mk <==
export PLATFORM = sky130hd
export DESIGN_NAME = reg32Blk
export DESIGN_NICKNAME = reg32Blk
export VERILOG_FILES = /design/flow/design.v
export SDC_FILE = /design/flow/constraint.sdc
export NUM_CORES = 4
export LEC_CHECK = 1
export CORE_UTILIZATION = 50
==> flow/constraint.sdc <==
current_design reg32Blk

set clk_period 3.3
set clk_io_pct 0.2

create_clock -name clk0 -period $clk_period [get_ports {clk}]

set non_clock_inputs [all_inputs -no_clocks]
set_input_delay [expr $clk_period * $clk_io_pct] -clock clk0 $non_clock_inputs
set_output_delay [expr $clk_period * $clk_io_pct] -clock clk0 [all_outputs]
==> impl_metrics.py <==
# Generated from Yosys and OpenROAD reports
metrics = {
    "floorplanning": {
        "die_h_um": 330,
        "die_w_um": 330,
        "rows": 120,
        "dieArea_um2": 109000,
        "core_um2": 107000,
        "fp-utilization_pct": 50.4,
        "ios": 116,
    },
    "clock_tree": {
        "clockBufferDepth": 3,
        "path_clk_slew_ns": 0.06,
        "cts_buffers": 116,
        "ctsRootBufferMaster": "clkbuf_16",
        "cts_tree": "yes",
        "postCtsSetupBuffers": 0,
        "cts_htree_levels": 3,
        "cts.sinks": 1088,
        "worstSkewPairLatency_ns": 0.73,
    },
    "flow_run": {
        "warnings": 30,
        "cap_violations": 0,
    },
    "timing": {
        "setup_violations": 0,
        "slew_headroom_pct": 11.9,
        "clock_skew_ns": 0.0144,
        "timing.final.crit_period_ns": 3.00,
        "hold_viol": 0,
        "fin_crit_sh_pct": 90.9,
        "worstMarginPinSlew_ns": 1.32,
        "fmax_mhz": 333,
        "slew_viol_final": 0,
        "rsz0062_at_grt": "false",
    },
    "power": {
        "p_comb_share_pct": 14.0,
        "clkPwrFrac_pct": 37.1,
        "swShare_pct": 28.8,
        "switchingPower_uw": 10900,
        "p_leak_uw": 0.0287,
        "p_seq_share_pct": 48.9,
        "power.density_nw_per_um2": 585,
        "internal-power_uw": 26900,
        "ir_drop_uv": 559,
    },
    "worst_setup_path": {
        "path_class": "input pin to flop",
        "cp_max_fo": 28,
        "end_kind": "flop",
        "cp.arrival_ns": 3.60,
        "start_kind": "input pin",
        "rrSetupSlack_ns": 0.76,
        "worstPathRequired_ns": 3.90,
    },
    "finish": {
        "drive_gt1_share_pct": 37.3,
        "area_growth_pct": 20.0,
        "lay_top_count": "dfrtp_1",
        "instances_no_fill": 6309,
        "final_area_um2": 64600,
        "fin_util_pct": 60.4,
        "layout_top_cells": "dfrtp_1, mux2_2, a22oi_1",
    },
    "placement": {
        "io_buffer_count": 114,
        "dp_hpwl_um": 186000,
        "placed_cell_area_um2": 60400,
        "place.gp.congestion": 1.08,
        "place_inst": 6065,
    },
    "synth": {
        "synthFlopType": "dfrtp_1",
        "syn-cell-area_um2": 53800,
        "edf_count": 0,
        "yosys_cells": 4541,
        "ys.flops": 1088,
        "ys_seq_share_pct": 50.6,
        "synth_area_per_cell_um2": 11.9,
        "yosysWarnings": 3,
        "ys_chip_area_um2": 53800,
        "ys_types": 69,
        "synth_cells": 4541,
        "postSynth.asyncResetShare_pct": 100,
    },
    "global_route": {
        "grt-ovfl-total": 0,
        "track_usage_pct": 55.6,
        "grt_first_pass_wirelength_um": 389000,
        "grt_max_degree": 107,
        "antenna_found_initial": 22,
        "first_global_vias": 46575,
    },
    "routing": {
        "drt-initial-drc-count": 6124,
        "drtPass1Iterations": 9,
        "via_count": 47709,
        "wire_per_inst_um": 45.6,
        "drcViolationCount": 0,
        "wl_um": 288000,
        "ant_nets": 0,
        "vias_per_cell": 7.56,
    },
    "status": {
        "outcome": "complete, no violations",
    },
    "hold_path": {
        "hp-class": "input pin to async pin",
    },
}
through the flow:
step	setup slack [ns]	hold WS [ns]	TNS, ns	power, µW
floorplan	1.09	0.364	0	20500
global placement	-0.319	0.360	-1.27	23600
detailed placement	-0.330	0.358	-1.33	23700
CTS	0.415	0.0817	0	37600
global route	0.275	0.101	0	38800
finish	0.301	0.108	0	37800
routing by layer:
| metal | vias up | part of all wire (%) | track usage [%] |
|---|---|---|---|
| li1 | 17970 | - | - |
| met1 | 23823 | 35 | 69.9 |
| met2 | 4357 | 40 | 71.9 |
| met3 | 1525 | 17 | 36.4 |
| met4 | 34 | 8.5 | 33.4 |
| met5 | - | 0.14 | 2.48 |
cells by family (layout without fill, tap and decap cells):
family / count (synthesis) / after routing / share of synthesized area, %
flops: 1088 / 1088 / 50.6
compound gates: 1074 / 1074 / 14.9
mux: 1003 / 1003 / 21.0
simple gates: 887 / 887 / 9.46
buf+inv: 488 / 827 / 4.15
other cells: 1 / 27 / 0.00696
sequential cells by signal (all words and copies together) (netlist names):
signal	cells
regBlk	1024
rs2Out	32
rs1Out	32
final timing paths:
check	endpoint	start	cells past startpoint
setup / recovery	rs1Out[9]$_DFFE_PN0P_	rs1[0]	11
hold / removal	regBlk[3][26]$_DFFE_PN0P_	rst_n	2
setup reg to reg	rs2Out[21]$_DFFE_PN0P_	regBlk[28][21]$_DFFE_PN0P_	7
hold reg to reg	regBlk[0][31]$_DFFE_PN0P_	regBlk[0][31]$_DFFE_PN0P_	0
min in group clk0	regBlk[0][31]$_DFFE_PN0P_	regBlk[0][31]$_DFFE_PN0P_	0
max in group asynchronous	rs1Out[21]$_DFFE_PN0P_	rst_n	2
Yosys cell counts (22+ instances only):
| library cell | n | area (µm²) |
|---|---|---|
| clkbuf_1 | 226 | 848 |
| nand2_1 | 132 | 495 |
| nor4_1 | 48 | 300 |
| nor2_1 | 80 | 300 |
| buf_4 | 26 | 195 |
| nor3_1 | 31 | 155 |
| dfrtp_1 | 1088 | 27200 |
| a221oi_1 | 33 | 289 |
| o22ai_1 | 23 | 144 |
| mux2_2 | 978 | 11000 |
| nor2_2 | 25 | 156 |
| and3_1 | 214 | 1340 |
| o2bb2ai_1 | 35 | 307 |
| nand2b_1 | 22 | 138 |
| a2111oi_0 | 54 | 473 |
| buf_1 | 46 | 173 |
| a22oi_1 | 706 | 5300 |
| buf_2 | 172 | 861 |
| o21ai_0 | 67 | 335 |
| a21oi_1 | 76 | 380 |
| nand4_1 | 141 | 882 |
| nand3_1 | 87 | 435 |
area by class of cell:
| type | count | area (µm²) |
|---|---|---|
| Sequential cell | 1088 | 27200 |
| Inverter | 6 | 22.5 |
| Antenna cell | 26 | 65.1 |
| Fill cell | 8483 | 42300 |
| Clock buffer | 162 | 3370 |
| Clock inverter | 55 | 717 |
| Tap cell | 1403 | 1760 |
| Multi-Input combinational cell | 2965 | 24900 |
| Timing Repair Buffer | 604 | 6500 |
power groups by stage:
stage / sequential, µW / clock [µW] / combinational, µW
after CTS: 18300 / 14100 / 5170
after global routing: 18700 / 14600 / 5590
final: 18500 / 14000 / 5290
repair_timing:
action                    CTS  global route
hold endpoints to repair   51             0
hold buffers                1             0
gates resized               0             0
worst max-delay path: stages:
cell	delay (ns)
clkdlybuf4s50_1	0.51
buf_12	0.18
nand2b_1	0.18
buf_12	0.16
nor2_4	0.04
buf_4	0.40
a22oi_1	0.30
nand2_1	0.08
nor4_1	0.76
buf_4	0.23
o2bb2ai_1	0.07
Power figures rest on the tool's default switching activity, not on a simulated workload.
